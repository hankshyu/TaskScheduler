<file path="design/flow/run.sh">
#!/bin/bash
# OpenROAD 26Q1-2900-gdf79404cd8, Yosys 0.63+post, stock flow scripts
make -C /OpenROAD-flow-scripts/flow DESIGN_CONFIG=/design/flow/config.mk WORK_HOME=/design/flow/orfs finish
</file>
<file path="design/flow/config.mk">
export PLATFORM = sky130hd
export DESIGN_NAME = FCFS
export DESIGN_NICKNAME = FCFS
export VERILOG_FILES = /design/flow/design.v
export SDC_FILE = /design/flow/constraint.sdc
export NUM_CORES = 4
export LEC_CHECK = 1
export CORE_UTILIZATION = 40
</file>
<file path="design/flow/constraint.sdc">
current_design FCFS

set clk_period 6.7
set clk_io_pct 0.2

create_clock -name clk0 -period $clk_period [get_ports {clk}]

set non_clock_inputs [all_inputs -no_clocks]
set_input_delay [expr $clk_period * $clk_io_pct] -clock clk0 $non_clock_inputs
set_output_delay [expr $clk_period * $clk_io_pct] -clock clk0 [all_outputs]
</file>
<file path="design/flow/design.v">
`timescale 1ns / 1ps
module FCFS( input clk,
             input rst,
             input st,
             input inputtask,
             input [20-1:0] task_in,
             output empty,
             output reg [16-1:0] task_out
            );
    integer i;
    reg [1:0] current_state,next_state;
    localparam [1:0] S_INIT = 0;
    localparam [1:0] S_EXEC = 1;
    reg [6-1:0] timer;
    reg [26-1:0] store [5-1:0];
    assign empty = (store[0][19:16] == 0)&&(store[1][19:16] == 0)&&(store[2][19:16] == 0)&&(store[3][19:16] == 0)&&(store[4][19:16] == 0);
    always @(posedge clk ) begin
        if(rst)current_state <= S_INIT;
        else current_state <= next_state;
        case(current_state)
            S_INIT:begin
                timer<=0;
                for (i = 0; i<5; i=i+1) begin
                    store[i] <= 0;
                end
            end
            S_EXEC:begin
                timer <= timer+1;
               if (inputtask) begin
                   if(store[0][19:16] == 0) store[0] <= {timer,task_in};
                   else if(store[1][19:16] == 0) store[1] <= {timer,task_in};
                   else if(store[2][19:16] == 0) store[2] <= {timer,task_in};
                   else if(store[3][19:16] == 0) store[3] <= {timer,task_in};
                   else if(store[4][19:16] == 0) store[4] <= {timer,task_in};
               end
                if(current_state == S_EXEC)begin
                    if     ((store[0][19:16]!=0) && ((store[0][25:20] <= store[1][25:20]) || store[1][19:16]==0) && ((store[0][25:20] <= store[2][25:20]) || store[2][19:16]==0) && ((store[0][25:20] <= store[3][25:20]) || store[3][19:16]==0) && ((store[0][25:20] <= store[4][25:20]) || store[4][19:16]==0))
                        store[0][19:16] <= store[0][19:16] - 1;
                    else if((store[1][19:16]!=0) && ((store[1][25:20] <= store[0][25:20]) || store[0][19:16]==0) && ((store[1][25:20] <= store[2][25:20]) || store[2][19:16]==0) && ((store[1][25:20] <= store[3][25:20]) || store[3][19:16]==0) && ((store[1][25:20] <= store[4][25:20]) || store[4][19:16]==0))
                        store[1][19:16] <= store[1][19:16] - 1;
                    else if((store[2][19:16]!=0) && ((store[2][25:20] <= store[0][25:20]) || store[0][19:16]==0) && ((store[2][25:20] <= store[1][25:20]) || store[1][19:16]==0) && ((store[2][25:20] <= store[3][25:20]) || store[3][19:16]==0) && ((store[2][25:20] <= store[4][25:20]) || store[4][19:16]==0))
                        store[2][19:16] <= store[2][19:16] - 1;
                    else if((store[3][19:16]!=0) && ((store[3][25:20] <= store[0][25:20]) || store[0][19:16]==0) && ((store[3][25:20] <= store[1][25:20]) || store[1][19:16]==0) && ((store[3][25:20] <= store[2][25:20]) || store[2][19:16]==0) && ((store[3][25:20] <= store[4][25:20]) || store[4][19:16]==0))
                        store[3][19:16] <= store[3][19:16] - 1;
                    else if((store[4][19:16]!=0) && ((store[4][25:20] <= store[0][25:20]) || store[0][19:16]==0) && ((store[4][25:20] <= store[1][25:20]) || store[1][19:16]==0) && ((store[4][25:20] <= store[2][25:20]) || store[2][19:16]==0) && ((store[4][25:20] <= store[3][25:20]) || store[3][19:16]==0))
                        store[4][19:16] <= store[4][19:16] -1;   
                end
            end
        endcase
    end
    always @(*) begin
        case(current_state)
            S_INIT:next_state=(st)?S_EXEC:S_INIT;
            S_EXEC:next_state = S_EXEC;
        endcase
    end
    always @(*) begin
        task_out = 16'd65535;
        if(current_state == S_EXEC)begin
            if     ((store[0][19:16]!=0) && ((store[0][25:20] <= store[1][25:20]) || store[1][19:16]==0) && ((store[0][25:20] <= store[2][25:20]) || store[2][19:16]==0) && ((store[0][25:20] <= store[3][25:20]) || store[3][19:16]==0) && ((store[0][25:20] <= store[4][25:20]) || store[4][19:16]==0))
                task_out = store[0][15:0];
            else if((store[1][19:16]!=0) && ((store[1][25:20] <= store[0][25:20]) || store[0][19:16]==0) && ((store[1][25:20] <= store[2][25:20]) || store[2][19:16]==0) && ((store[1][25:20] <= store[3][25:20]) || store[3][19:16]==0) && ((store[1][25:20] <= store[4][25:20]) || store[4][19:16]==0))
                task_out = store[1][15:0];
            else if((store[2][19:16]!=0) && ((store[2][25:20] <= store[0][25:20]) || store[0][19:16]==0) && ((store[2][25:20] <= store[1][25:20]) || store[1][19:16]==0) && ((store[2][25:20] <= store[3][25:20]) || store[3][19:16]==0) && ((store[2][25:20] <= store[4][25:20]) || store[4][19:16]==0))
                task_out = store[2][15:0];
            else if((store[3][19:16]!=0) && ((store[3][25:20] <= store[0][25:20]) || store[0][19:16]==0) && ((store[3][25:20] <= store[1][25:20]) || store[1][19:16]==0) && ((store[3][25:20] <= store[2][25:20]) || store[2][19:16]==0) && ((store[3][25:20] <= store[4][25:20]) || store[4][19:16]==0))
                task_out = store[3][15:0];
            else if((store[4][19:16]!=0) && ((store[4][25:20] <= store[0][25:20]) || store[0][19:16]==0) && ((store[4][25:20] <= store[1][25:20]) || store[1][19:16]==0) && ((store[4][25:20] <= store[2][25:20]) || store[2][19:16]==0) && ((store[4][25:20] <= store[3][25:20]) || store[3][19:16]==0))
                task_out = store[4][15:0];
        end
    end
endmodule
</file>
==> notes.md <==
The flow ran to the end, and the final reports show no timing, DRC or antenna violations. After detailed placement, the design holds a cell count of 877. Traced cell by cell, the critical path runs through ha_1 -> nand2_1 -> o21ai_0 -> o31ai_1 -> nand4b_1 -> nand2_1 -> a221oi_1 -> a21oi_1 -> clkdlybuf4s50_1. With the final count of negative-setup-slack endpoints at 0, the final cell count without fillers is 909. The number of optimization iterations in the first detailed-route pass is 21. Sequential cells were found to cover 53.2% of the synthesized design area. The run gives 619 for the cell count in the Yosys report. Standard cell with the maximum stage delay on the critical path: nand2_1.

The violation tally from detailed-route iteration zero came out at 313. In this run the maximum-capacitance check reported violations numbering 0. For reference, the final report shows the max-slew violation count at 0. For the number of rows created at floorplan, the log shows 49. After detailed routing, the total wire length is 16900 um. STA classifies the critical path endpoint as an output pin. The script computed a power per unit cell area of 463 nW/um^2. The most common logic cell in the final layout is edfxtp_1. Setup repair after global routing left no endpoint under its margin. For the global-route wire length before repair, the log shows 27400 um. As reported, the later end of the worst-skew pair has a clock insertion delay of 0.41 ns. On the worst setup and hold paths after CTS, the clock-pin slew comes to 0.06 ns.

Among all flip-flop cells after synthesis, the most frequent one is edfxtp_1. The final route contains 5087 vias. Across the VDD grid, the largest voltage drop is 374 uV. The worst hold path cell count was 1. The pin closest to its max-slew limit shows a slew of 0.879 ns.

The highest cell delay on the worst timing path is 0.85 ns, and the static leakage is 3.28 nW. With the count of buffers added by post-CTS timing repair for setup at 0, the worst hold margin is 0.470 ns. For the core area, the log shows 17900 sq um. The normalized max-slew margin is 41.2%, and the placer's final routability congestion estimate is 0.947. The average via count per standard cell was 5.60; the count of flip-flops with a built-in enable after synthesis was 114.

STA classifies the critical path startpoint as a flip-flop. The run gives 65 for the number of distinct library cells after synthesis. The run gives 18.6 um for the average detailed-routed wire length per instance. Per the cell usage report, the commonest logic cells after layout are edfxtp_1 (114), ha_1 (66), a21oi_1 (62).

The data required time reported for the critical path is 5.36 ns. The run gives 0 for the post-cts repair resize count. The gate count of the mapped netlist was 619; the count of warnings emitted by yosys was 2. The fraction of registers with async set/reset is 0%, and the total I/O pin count is 41.

The number of clock sinks seen by CTS came out at 137. TritonCTS built the clock tree. The die covers 18800 sq um.

For this run, design rule violations remaining after detail routing come to 0. For the worst path arrival time, the log shows 3.97 ns. The area growth from synthesis to layout is 16.3%, and the starting density of the core is 40.8%. After global routing the overflow that remains totals 0. The tools report the half-perimeter wire length of the detailed placement result as 11600 um.

With the depth of the worst register-to-register path at 7, the y dimension of the die is 137 um. The run gives 0.00686 ns for the clock skew after layout. The maximum level of the CTS H-tree was 4; the synthesized cell area was 7300 sq um. Max fanout on the critical path was recorded as 16. Static timing analysis puts the maximum clock frequency at 188 MHz. Per the placement log, port buffering inserted 40 buffers. In this run the deepest clock path goes through 2 buffers. The tools report the number of global-route vias before repair as 5215. The critical path class was reg2out.

Per the final layout report, the fraction of cells sized above drive strength 1 comes to 10.4%. Per the final timing report, the hold violations number 0. TritonCTS created 17 clock buffers. For the slack of the critical path, the log shows 1.39 ns. In this run the tools logged warnings totalling 25. According to the hold report, the worst path is of the reg2reg type.

With the final core utilization at 47.4%, the average size of a mapped cell is 11.8 sq um. The remaining number of nets flagged by the antenna check after routing was 0. The number of antenna diodes is 0, and the number of register bits inferred by synthesis is 137. The run gives 7300 sq um as the yosys synthesis chip area. For the final routed database, the setup TNS stands at 0 ns.

The cell sitting at the root of the clock tree is a clkbuf_16. The final critical-path required period was 5.31 ns. The initial antenna violation count was 0. The timing report shows the most common cell along the critical path to be nand2_1. For this run, the total global-route usage over all layers was measured as 20.6%. Hold repair after CTS inserted 0 buffers. In the finished design, the share of the clock period the worst path needs comes to 79.2%.

The die span in x is 137 um. Maximum number of pins on one net before global-route repair: 26. Prior to clock tree synthesis, the placed netlist has a worst setup slack of 1.87 ns.
[critical path: cells and delay by family, from the launching register on]
family,cells,cell delay [ns]
AND/OR/NAND/NOR,3,1.45
AND-OR/OR-AND,4,0.82
buffers and inverters,1,0.48
flip-flops,1,0.44
adder cells (fa/ha/maj),1,0.34
[worst paths after layout]
check                                   from            to  slack [ns]
worst max-delay path            store[2][25]   task_out[3]        1.39
worst max register to register  store[3][25]  store[3][18]        3.72
worst min-delay path                timer[0]      timer[0]        0.47
worst min register to register      timer[0]      timer[0]        0.47
[per-stage QoR]
stage                     power [mW]  cell area (sq um)
after floorplan                 2.48               7300
after detailed placement        3.06               7920
final                           3.93               8490
after global routing            4.22               8490
after global placement          3.03               7920
after CTS                       3.96               8490
[flip-flops by register name (all words and copies together), names as in the netlist]
signal / cells
current_state: 1
store: 130
timer: 6
[kinds of logic after synthesis]
logic type	count (synthesis)	share of synthesized area [%]
AND-OR/OR-AND	181	18.4
AND/OR/NAND/NOR	161	11.9
flip-flops	137	53.2
buffers and inverters	67	4.39
adder cells (fa/ha/maj)	66	11.3
XOR/XNOR	6	0.720
multiplexers	1	0.137
[Yosys cell counts, types with 5 or more instances]
master	count	area, sq um
a211oi_1	8	60.1
a21oi_1	62	310
a221oi_1	9	78.8
a221oi_2	9	135
and2_1	26	163
buf_6	7	78.8
clkbuf_1	7	26.3
dfxtp_1	23	460
edfxtp_1	114	3420
ha_1	66	826
inv_1	45	169
nand2_1	30	113
nand2b_1	13	81.3
nand3_1	9	45.0
nand4_1	13	81.3
nor2_1	38	143
nor2b_1	5	31.3
nor3_1	6	30.0
o211ai_1	6	45.0
o21a_1	7	52.6
o21ai_0	17	85.1
o21bai_1	6	45.0
o221ai_1	18	158
or3b_1	5	43.8
[layer usage]
metal	GRT usage (%)	part of all wire, %	vias up
met1	30.5	46	2409
met3	7.45	6.9	28
met4	4.82	2.4	0
met2	30.5	45	171
met5	0	0	-
li1	-	-	2479
[area by class of cell]
| cell class | instances | area [sq um] |
|---|---|---|
| inverters | 46 | 173 |
| well taps | 229 | 287 |
| multi-input cells | 415 | 3100 |
| clock buffers | 18 | 429 |
| flip-flops and latches | 137 | 3880 |
| clock inverters | 14 | 139 |
| fillers | 1538 | 9410 |
| repair buffers | 50 | 475 |
[report_power, final]
group,leakage [nW],internal (mW),switching [mW]
registers,1.43,1.10,0.0865
clock network,0.276,0.521,0.365
logic,1.58,0.761,1.10
Power is estimated from default activity; no workload was simulated.
