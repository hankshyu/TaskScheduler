==> flow/design.v <==
`timescale 1ns / 1ps
module RoundRobin( input clk,
                   input rst,
                   input st,
                   input inputtask,
                   input [20-1:0] task_in,
                   output empty,
                   output reg [16-1:0] task_out
                  );
    integer i;
    reg [1:0] current_state,next_state;
    localparam [1:0] S_INIT = 0;
    localparam [1:0] S_PICK = 1;
    localparam [1:0] S_EXEC = 2;
    reg [6-1:0] timer;
    reg [26-1:0] store [5-1:0];
    reg [2:0] jei; 
    wire [6-1:0]jei_time;
    assign jei_time = store[jei][25:20];
    wire jei_is_latest;
    assign jei_is_latest =  (store[jei][25:20] >=store[0][25:20] || store[0][19:16] == 0)&&
                            (store[jei][25:20] >=store[1][25:20] || store[1][19:16] == 0)&&
                            (store[jei][25:20] >=store[2][25:20] || store[2][19:16] == 0)&&
                            (store[jei][25:20] >=store[3][25:20] || store[3][19:16] == 0)&&
                            (store[jei][25:20] >=store[4][25:20] || store[4][19:16] == 0);
    assign empty = (store[0][19:16] == 0)&&(store[1][19:16] == 0)&&(store[2][19:16] == 0)&&(store[3][19:16] == 0)&&(store[4][19:16] == 0);
    wire db00,db01,db02,db03,db04;
    wire db10,db11,db12,db13,db14;
    wire db20,db21,db22,db23,db24;
    assign db00=(store[0][19:16]!=0 && store[0][19:16]!=1);
    assign db01=(store[1][19:16]!=0 && store[1][19:16]!=1);
    assign db02=(store[2][19:16]!=0 && store[2][19:16]!=1);
    assign db03=(store[3][19:16]!=0 && store[3][19:16]!=1);
    assign db04=(store[4][19:16]!=0 && store[4][19:16]!=1);
    assign il0 =  (jei_is_latest && ((store[0][25:20] <store[1][25:20]||store[1][25:20]==0)&&(store[0][25:20]<store[2][25:20]||store[2][25:20]==0)&&(store[0][25:20]<store[3][25:20]||store[3][25:20]==0)&&(store[0][25:20]<store[4][25:20]||store[4][25:20]==0)));
    assign il1 =  (jei_is_latest && ((store[1][25:20] <store[0][25:20]||store[0][25:20]==0)&&(store[1][25:20]<store[2][25:20]||store[2][25:20]==0)&&(store[1][25:20]<store[3][25:20]||store[3][25:20]==0)&&(store[1][25:20]<store[4][25:20]||store[4][25:20]==0)));
    assign il2 =  (jei_is_latest && ((store[2][25:20] <store[0][25:20]||store[0][25:20]==0)&&(store[2][25:20]<store[1][25:20]||store[1][25:20]==0)&&(store[2][25:20]<store[3][25:20]||store[3][25:20]==0)&&(store[2][25:20]<store[4][25:20]||store[4][25:20]==0)));
    assign il3 =  (jei_is_latest && ((store[3][25:20] <store[0][25:20]||store[0][25:20]==0)&&(store[3][25:20]<store[1][25:20]||store[1][25:20]==0)&&(store[3][25:20]<store[2][25:20]||store[2][25:20]==0)&&(store[3][25:20]<store[4][25:20]||store[4][25:20]==0)));
    assign il4 =  (jei_is_latest && ((store[4][25:20] <store[0][25:20]||store[0][25:20]==0)&&(store[4][25:20]<store[1][25:20]||store[1][25:20]==0)&&(store[4][25:20]<store[2][25:20]||store[2][25:20]==0)&&(store[4][25:20]<store[3][25:20]||store[3][25:20]==0)));
    assign nl0 = (!jei_is_latest && (store[0][25:20]>jei_time) &&(store[1][19:16] == 0||store[1][25:20]<=jei_time||store[0][25:20] <store[1][25:20])&&(store[2][19:16] == 0||store[2][25:20]<=jei_time||store[0][25:20] <store[2][25:20])&&(store[3][19:16] == 0||store[3][25:20]<=jei_time||store[0][25:20] <store[3][25:20])&&(store[4][19:16] == 0||store[4][25:20]<=jei_time||store[0][25:20] <store[4][25:20]) );
    assign nl1 = (!jei_is_latest && (store[1][25:20]>jei_time) &&(store[0][19:16] == 0||store[0][25:20]<=jei_time||store[1][25:20] <store[0][25:20])&&(store[2][19:16] == 0||store[2][25:20]<=jei_time||store[1][25:20] <store[2][25:20])&&(store[3][19:16] == 0||store[3][25:20]<=jei_time||store[1][25:20] <store[3][25:20])&&(store[4][19:16] == 0||store[4][25:20]<=jei_time||store[1][25:20] <store[4][25:20]) );
    assign nl2 = (!jei_is_latest && (store[2][25:20]>jei_time) &&(store[0][19:16] == 0||store[0][25:20]<=jei_time||store[2][25:20] <store[0][25:20])&&(store[1][19:16] == 0||store[1][25:20]<=jei_time||store[2][25:20] <store[1][25:20])&&(store[3][19:16] == 0||store[3][25:20]<=jei_time||store[2][25:20] <store[3][25:20])&&(store[4][19:16] == 0||store[4][25:20]<=jei_time||store[2][25:20] <store[4][25:20]) );
    assign nl3 = (!jei_is_latest && (store[3][25:20]>jei_time) &&(store[0][19:16] == 0||store[0][25:20]<=jei_time||store[3][25:20] <store[0][25:20])&&(store[1][19:16] == 0||store[1][25:20]<=jei_time||store[3][25:20] <store[1][25:20])&&(store[2][19:16] == 0||store[2][25:20]<=jei_time||store[3][25:20] <store[2][25:20])&&(store[4][19:16] == 0||store[4][25:20]<=jei_time||store[3][25:20] <store[4][25:20]) );
    assign nl4 = (!jei_is_latest && (store[4][25:20]>jei_time) &&(store[0][19:16] == 0||store[0][25:20]<=jei_time||store[4][25:20] <store[0][25:20])&&(store[1][19:16] == 0||store[1][25:20]<=jei_time||store[4][25:20] <store[1][25:20])&&(store[2][19:16] == 0||store[2][25:20]<=jei_time||store[4][25:20] <store[2][25:20])&&(store[3][19:16] == 0||store[3][25:20]<=jei_time||store[4][25:20] <store[3][25:20]) );
    always @(posedge clk ) begin
        if(rst)current_state <= S_INIT;
        else current_state <= next_state;
        case(current_state)
            S_INIT:begin
                timer<=0;
                jei <=0;
                for (i = 0; i<5; i=i+1) begin
                    store[i] <= 0;
                end
            end
            S_PICK:begin
                timer <= timer+1;
               if (inputtask) begin
                   if(store[0][19:16] == 0) store[0] <= {timer,task_in};
                   else if(store[1][19:16] == 0) store[1] <= {timer,task_in};
                   else if(store[2][19:16] == 0) store[2] <= {timer,task_in};
                   else if(store[3][19:16] == 0) store[3] <= {timer,task_in};
                   else if(store[4][19:16] == 0) store[4] <= {timer,task_in};
               end
               else if(empty)begin
                    jei <=0;
                    for (i = 0; i<5; i=i+1) begin
                    store[i] <= 0;
                end
               end
                if((store[0][19:16]!=0 )&& (il0 || nl0))begin
                    store[0][19:16] <= store[0][19:16] - 1;
                    jei <= 0;   
                end
                else if((store[1][19:16]!=0)&& (il1 || nl1))begin 
                    store[1][19:16] <= store[1][19:16] - 1;
                    jei <= 1;  
                end
                else if((store[2][19:16]!=0)&& (il2 ||nl2))begin
                    store[2][19:16] <= store[2][19:16] - 1;
                    jei <= 2;  
                end
                else if((store[3][19:16]!=0)&&(il3||nl3))begin
                    store[3][19:16] <= store[3][19:16] - 1;
                    jei <= 3;  
                end  
                else if((store[4][19:16]!=0)&&(il4||nl4))begin
                    store[4][19:16] <= store[4][19:16] - 1;
                    jei <= 4;  
                end 
            end
            S_EXEC:begin
                timer <= timer+1;
               if (inputtask) begin
                   if(store[0][19:16] == 0) store[0] <= {timer,task_in};
                   else if(store[1][19:16] == 0) store[1] <= {timer,task_in};
                   else if(store[2][19:16] == 0) store[2] <= {timer,task_in};
                   else if(store[3][19:16] == 0) store[3] <= {timer,task_in};
                   else if(store[4][19:16] == 0) store[4] <= {timer,task_in};
               end
               store[jei][19:16] <= store[jei][19:16] - 1;
            end
        endcase
    end
    always @(*) begin
        case(current_state)
            S_INIT:next_state=(st)?S_PICK:S_INIT;
            S_PICK:begin
                if((store[0][19:16]!=0 && store[0][19:16]!=1)&&(il0||nl0))begin
                    next_state = S_EXEC; 
                end
                else if((store[1][19:16]!=0 && store[1][19:16]!=1)&&(il1||nl1))begin 
                    next_state = S_EXEC; 
                end
                else if((store[2][19:16]!=0&&store[2][19:16]!=1)&&(il2||nl2))begin
                    next_state = S_EXEC; 
                end
                else if((store[3][19:16]!=0 && store[3][19:16]!=1)&&(il3||nl3))begin
                    next_state = S_EXEC; 
                end  
                else if((store[4][19:16]!=0&&store[4][19:16]!=1)&&(il4||nl4))begin
                    next_state = S_EXEC; 
                end 
                else next_state = S_PICK;
            end
            S_EXEC:next_state = S_PICK;
            default: next_state  = S_INIT;
        endcase
    end
    always @(*) begin
        task_out = 16'd65535;
        if(current_state == S_PICK)begin
            if((store[0][19:16]!=0 )&& (il0 || nl0))begin
                task_out = store[0][15:0];   
            end
            else if((store[1][19:16]!=0)&& (il1 || nl1))begin 
                task_out = store[1][15:0];  
            end
            else if((store[2][19:16]!=0)&& (il2 ||nl2))begin
                task_out = store[2][15:0];  
            end
            else if((store[3][19:16]!=0)&&(il3||nl3))begin
                task_out = store[3][15:0];   
            end  
            else if((store[4][19:16]!=0)&&(il4||nl4))begin
                task_out = store[4][15:0];    
            end 
        end
        else if(current_state == S_EXEC)begin
            task_out = store[jei][15:0];
        end
    end
endmodule
==> flow/run.sh <==
#!/bin/bash
# OpenROAD 26Q1-2900-gdf79404cd8, Yosys 0.63+post, stock flow scripts
make -C /OpenROAD-flow-scripts/flow DESIGN_CONFIG=/design/flow/config.mk WORK_HOME=/design/flow/orfs finish
==> flow/config.mk <==
export PLATFORM = sky130hd
export DESIGN_NAME = RoundRobin
export DESIGN_NICKNAME = RoundRobin
export VERILOG_FILES = /design/flow/design.v
export SDC_FILE = /design/flow/constraint.sdc
export NUM_CORES = 4
export LEC_CHECK = 1
export CORE_UTILIZATION = 40
==> flow/constraint.sdc <==
current_design RoundRobin

set clk_period 11.3
set clk_io_pct 0.2

create_clock -name clk0 -period $clk_period [get_ports {clk}]

set non_clock_inputs [all_inputs -no_clocks]
set_input_delay [expr $clk_period * $clk_io_pct] -clock clk0 $non_clock_inputs
set_output_delay [expr $clk_period * $clk_io_pct] -clock clk0 [all_outputs]
==> results.rst <==
Implementation results
======================

.. list-table::
   :header-rows: 1

   * - Metric
     - Value
   * - Hold Path Stages
     - 2
   * - Detailed-placement wirelength estimate
     - 20060 um
   * - Worst setup path category
     - reg -> out
   * - Seq share, synth
     - 45.19%
   * - Power per unit of standard cell area
     - 334.0 mW/mm^2
   * - Number of DRC violations after detailed-routing iteration 0
     - 615
   * - Dominant cells by area after synthesis
     - sky130_fd_sc_hd__edfxtp_1 44%, sky130_fd_sc_hd__ha_1 12%, sky130_fd_sc_hd__mux4_2 6.6%, sky130_fd_sc_hd__a21oi_1 3.1%, sky130_fd_sc_hd__nand2_1 2.3%
   * - Pin count of the biggest net entering global routing
     - 34
   * - Final Hold Violation Tally
     - 0
   * - Time the worst path needs with I/O delays and setup
     - 8.211 ns
   * - Async SR Flop Fraction
     - 0%
   * - # IOs
     - 41
   * - Kind of cell adding the most delay to the critical path
     - AND-OR/OR-AND gates
   * - Vert. Die Dim
     - 162.5 um
   * - Final sum of negative setup slack
     - 0 ns
   * - Share of final-layout standard cells stronger than drive strength 1
     - 11.80%
   * - DRC errors left
     - 0
   * - Count of distinct cell types in the synthesized netlist
     - 66
   * - Buffers on Ports
     - 40
   * - Warning count from the yosys run
     - 11
   * - Iteration tally of the first detailed-router pass
     - 5
   * - Cells resized by post-CTS repair
     - 0
   * - Clock tree from TritonCTS
     - yes
   * - Required arrival time at the worst endpoint
     - 9.04 ns
   * - Peak supply drop
     - 0.1482 mV
   * - Postcts setup bufs
     - 0
   * - Yosys stat cell total
     - 925
   * - Highest Clock Rate
     - 121.8 MHz
   * - Static leakage
     - 4.505 nW
   * - CTS Hold Bufs
     - 0
   * - Area share of the largest cell type after synthesis
     - 44.03%
   * - Vias in the first global route
     - 7959
   * - Number of cells on the worst reg-to-reg path
     - 12
   * - Synth Flop Type
     - sky130_fd_sc_hd__edfxtp_1
   * - Number of filler cells placed in the layout
     - 2236
   * - Wire length per cell
     - 21.89 um
   * - Number of antenna cells inserted
     - 0
   * - Setup repair after global routing missed its margin
     - false
   * - Later-pin clock latency in the skew report
     - 0.43 ns
   * - Class of the most critical hold timing path
     - reg -> reg
   * - Global-route wire length before repair
     - 45150 um
   * - Count of buffer and inverter cells on the critical path
     - 2
   * - Cell type with the highest aggregate area in the netlist
     - sky130_fd_sc_hd__edfxtp_1
   * - Max-Slew Margin vs Limit
     - 36.12%
   * - Depth of the critical timing path with buffers and inverters included
     - 13
   * - Antenna Violating Nets Remaining
     - 0
   * - Status
     - completed
   * - Largest incremental delay on the critical path
     - 0.86 ns
   * - Placeable core area
     - 0.02518 mm^2
   * - CP most frequent cell
     - sky130_fd_sc_hd__and4_4
   * - Clock transition time at the flip-flop clock pins of the worst setup and hold paths
     - 0.06 ns
   * - Critical Path, Cell by Cell
     - buf_4 > mux4_2 > a22oi_1 > ha_1 > and4_4 > a32o_1 > a31o_2 > and4_4 > and2_4 > a22o_4 > or4b_1 > o21ai_0 > clkdlybuf4s50_1
   * - GR Util All Layers
     - 24.12%
   * - Final clock period utilization by the worst path
     - 72.66%
   * - Endpoint arrival time on the critical path
     - 5.95 ns
   * - TritonCTS buffer count
     - 17
   * - Avg Synthesized Cell Area
     - 11.13 um^2
   * - Deepest clock path buffer count
     - 2
   * - Via-per-instance ratio
     - 5.934
   * - Kind of capture point of the worst setup path
     - primary output
   * - Die area
     - 0.02639 mm^2
   * - Aggregate routed wire length
     - 28740 um
   * - CTS Root Cell
     - sky130_fd_sc_hd__clkbuf_16
   * - Final Util
     - 46.73%
   * - Stage-log warning count
     - 30
   * - # setup viols final
     - 0
   * - Final Max-Slew Violation Tally
     - 0
   * - Routed vias
     - 7791
   * - Flops after synth
     - 157
   * - Syn Inst Count
     - 925
   * - Site row count
     - 58
   * - Setup Skew
     - 0.01502 ns
   * - Crit path launch type
     - flop
   * - Sinks on Clock Net
     - 157
   * - Congestion Overflow GR
     - 0
   * - Slew at the pin with the worst max-slew slack
     - 0.9495 ns
   * - Area growth, synth to finish
     - 14.26%
   * - Routability congestion estimate from global placement
     - 0.9515
   * - Cell Area, Synth
     - 0.01030 mm^2
   * - Number of maximum-capacitance constraint violations
     - 0
   * - Initial antenna violation count
     - 0
   * - Core utilization at floorplan
     - 40.90%
   * - Cell with the largest stage delay on the worst path
     - sky130_fd_sc_hd__or4b_1
   * - Maximum net fanout on the critical path
     - 27
   * - Die Span X
     - 162.5 um
   * - Post-synth EDFFs
     - 151
   * - Count of H-tree levels built during CTS
     - 4
   * - Yosys stat area
     - 0.01030 mm^2
==> synthesized netlist by cell type (4+ instances only) <==
library cell	count
sky130_fd_sc_hd__nor2b_1	9
sky130_fd_sc_hd__o21a_1	4
sky130_fd_sc_hd__o2111ai_1	4
sky130_fd_sc_hd__mux2i_1	4
sky130_fd_sc_hd__and3_1	8
sky130_fd_sc_hd__a221o_1	7
sky130_fd_sc_hd__a21o_1	10
sky130_fd_sc_hd__edfxtp_1	151
sky130_fd_sc_hd__a31oi_1	9
sky130_fd_sc_hd__xnor2_1	8
sky130_fd_sc_hd__nand3_1	32
sky130_fd_sc_hd__nand3b_1	4
sky130_fd_sc_hd__inv_1	60
sky130_fd_sc_hd__nand2b_1	27
sky130_fd_sc_hd__a22oi_1	9
sky130_fd_sc_hd__and2_1	24
sky130_fd_sc_hd__o21bai_1	8
sky130_fd_sc_hd__a31o_2	6
sky130_fd_sc_hd__o22ai_1	28
sky130_fd_sc_hd__o21ai_0	29
sky130_fd_sc_hd__xor2_1	8
sky130_fd_sc_hd__a221oi_1	10
sky130_fd_sc_hd__a32o_1	8
sky130_fd_sc_hd__nor3_1	18
sky130_fd_sc_hd__mux4_2	30
sky130_fd_sc_hd__o31ai_1	4
sky130_fd_sc_hd__nand4_1	13
sky130_fd_sc_hd__o221a_2	7
sky130_fd_sc_hd__a22o_1	4
sky130_fd_sc_hd__clkbuf_1	29
sky130_fd_sc_hd__nor3b_1	4
sky130_fd_sc_hd__a21oi_1	63
sky130_fd_sc_hd__ha_1	102
sky130_fd_sc_hd__and4_1	4
sky130_fd_sc_hd__o311a_1	8
sky130_fd_sc_hd__nor2_1	58
sky130_fd_sc_hd__nand2_1	64
sky130_fd_sc_hd__dfxtp_1	6
==> kinds of logic after synthesis <==
kind of cell             count (synthesis)  synth area share, %
flip-flops                             157                45.20
buffers and inverters                   95                3.487
AND/OR/NAND/NOR                        282                14.11
AND-OR/OR-AND                          236                16.18
adder cells (fa/ha/maj)                102                12.39
XOR/XNOR                                16                1.361
multiplexers                            37                7.277
==> metrics by stage <==
stage | setup WS (ns) | hold slack (ns) | area, um^2 | total power [W] | std cells
after floorplan | 4.233 | 0.5070 | 10300 | 0.002564 | 925
after global placement | 3.544 | 0.5564 | 11150 | 0.003337 | 1281
after detailed placement | 3.552 | 0.5712 | 11150 | 0.003340 | 1281
after CTS | 3.083 | 0.5816 | 11770 | 0.003930 | 1313
after global routing | 2.698 | 0.6217 | 11770 | 0.004230 | 1313
final | 3.089 | 0.5878 | 11770 | 0.003930 | 1313
==> state kept, by name (all words and copies together), names as in the netlist, named ones only <==
signal         flops
current_state      3
jei                3
store            142
timer              6
==> path summary, 6_finish.rpt <==
path,start,to,slack [ns]
worst min register to register,current_state[2]$_DFF_P_,current_state[1]$_DFF_P_,0.59
worst max register to register,flop,store[3][18]$_DFFE_PP_,5.71
worst min-delay path,current_state[2]$_DFF_P_,current_state[1]$_DFF_P_,0.59
worst max-delay path,flop,task_out[4],3.09
==> layout make-up <==
| type | instances | area (um^2) | area share (%) |
|---|---|---|---|
| clock buffers | 17 | 425.4 | 3.615 |
| clock inverters | 15 | 193.9 | 1.648 |
| inverters | 61 | 229.0 | 1.946 |
| multi-input cells | 673 | 5300 | 45.04 |
| flip-flops and latches | 157 | 4656 | 39.56 |
| well taps | 330 | 412.9 | 3.509 |
| repair buffers | 60 | 550.5 | 4.678 |
==> worst register-to-register path: cells and delay by family, from the launching register on <==
kind                     cells  cell delay, ns
buffers and inverters        1            0.45
AND/OR/NAND/NOR              4            1.44
adder cells (fa/ha/maj)      1            0.35
multiplexers                 1            0.59
flip-flops                   1            0.41
AND-OR/OR-AND                5            2.00
==> metal layers <==
layer / vias to the layer above / track usage, % / part of all wire [%]
li1: 3711 / - / -
met1: 3667 / 36.82 / 44
met2: 377 / 35.47 / 45
met3: 36 / 8.597 / 9.7
met4: 0 / 3.902 / 1.8
met5: - / 0 / 0
==> report_power, final <==
part	switching [W]	leakage (nW)	internal, W	total [W]
logic	0.00130	2.60	0.000926	0.00222
registers	0.000206	1.61	0.000927	0.00113
clock network	0.000272	0.300	0.000302	0.000575
==> cells in the final DEF, fill, tap and decap left out, types with 9 or more instances in the layout <==
cell	instances
sky130_fd_sc_hd__a21o_1	10
sky130_fd_sc_hd__a21oi_1	62
sky130_fd_sc_hd__a221oi_1	10
sky130_fd_sc_hd__a22oi_1	9
sky130_fd_sc_hd__a31oi_1	9
sky130_fd_sc_hd__and2_1	24
sky130_fd_sc_hd__buf_4	20
sky130_fd_sc_hd__clkbuf_16	17
sky130_fd_sc_hd__clkdlybuf4s50_1	40
sky130_fd_sc_hd__edfxtp_1	151
sky130_fd_sc_hd__ha_1	102
sky130_fd_sc_hd__inv_1	60
sky130_fd_sc_hd__mux4_2	30
sky130_fd_sc_hd__nand2_1	64
sky130_fd_sc_hd__nand2b_1	27
sky130_fd_sc_hd__nand3_1	32
sky130_fd_sc_hd__nand4_1	13
sky130_fd_sc_hd__nor2_1	57
sky130_fd_sc_hd__nor2b_1	9
sky130_fd_sc_hd__nor3_1	17
sky130_fd_sc_hd__o21ai_0	29
sky130_fd_sc_hd__o22ai_1	28
No activity file was given, so power comes from the tool's default toggle rates.
