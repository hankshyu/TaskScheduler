==> /design/flow/design.v <==
`timescale 1ns / 1ps
module SJF( input clk,
            input rst,
            input st,
            input inputtask,
            input [20-1:0] task_in,
            output empty,
            output reg [16-1:0] task_out
           );
    integer i;
    reg [1:0] current_state,next_state;
    localparam [1:0] S_INIT = 0;
    localparam [1:0] S_PICK = 1;
    localparam [1:0] S_EXEC = 2;
    reg [6-1:0] timer;
    reg [26-1:0] store [5-1:0];
    reg [2:0] lock_exec;
    assign empty = (store[0][19:16] == 0)&&(store[1][19:16] == 0)&&(store[2][19:16] == 0)&&(store[3][19:16] == 0)&&(store[4][19:16] == 0);
    always @(posedge clk ) begin
        if(rst)current_state <= S_INIT;
        else current_state <= next_state;
        case(current_state)
            S_INIT:begin
                timer<=0;
                lock_exec <= 0;
                for (i = 0; i<5; i=i+1) begin
                    store[i] <= 0;
                end
            end
            S_PICK:begin
                timer <= timer+1;
               if (inputtask) begin
                   if(store[0][19:16] == 0) store[0] <= {timer,task_in};
                   else if(store[1][19:16] == 0) store[1] <= {timer,task_in};
                   else if(store[2][19:16] == 0) store[2] <= {timer,task_in};
                   else if(store[3][19:16] == 0) store[3] <= {timer,task_in};
                   else if(store[4][19:16] == 0) store[4] <= {timer,task_in};
               end
                if((store[0][19:16]!=0) &&((store[0][19:16]<=store[1][19:16])||store[1][19:16]==0)&&((store[0][19:16]<=store[2][19:16])||store[2][19:16]==0)&&((store[0][19:16]<=store[3][19:16])||store[3][19:16]==0)&&((store[0][19:16]<=store[4][19:16])||store[4][19:16]==0))begin
                    store[0][19:16] <= store[0][19:16] - 1;
                    lock_exec <= 0;                   
                end
                else if((store[1][19:16]!=0) &&((store[1][19:16]<=store[0][19:16])||store[0][19:16]==0)&&((store[1][19:16]<=store[2][19:16])||store[2][19:16]==0)&&((store[1][19:16]<=store[3][19:16])||store[3][19:16]==0)&&((store[1][19:16]<=store[4][19:16])||store[4][19:16]==0))begin                    
                    store[1][19:16] <= store[1][19:16] - 1;
                    lock_exec <= 1;
                end
                else if((store[2][19:16]!=0) &&((store[2][19:16] <= store[0][19:16])||store[0][19:16]==0)&&((store[2][19:16] <= store[1][19:16])||store[1][19:16]==0)&&((store[2][19:16] <= store[3][19:16])||store[3][19:16]==0)&&((store[2][19:16] <= store[4][19:16])||store[4][19:16]==0))begin                    
                    store[2][19:16] <= store[2][19:16] - 1;
                    lock_exec <= 2;
                end
                else if((store[3][19:16]!=0) &&((store[3][19:16] <= store[0][19:16])||store[0][19:16]==0)&&((store[3][19:16] <= store[1][19:16])||store[1][19:16]==0)&&((store[3][19:16] <= store[2][19:16])||store[2][19:16]==0)&&((store[3][19:16] <= store[4][19:16])||store[4][19:16]==0))begin              
                    store[3][19:16] <= store[3][19:16] - 1;
                    lock_exec <= 3;
                end
                else if((store[4][19:16]!=0) &&((store[4][19:16] <= store[0][19:16])||store[0][19:16]==0)&&((store[4][19:16] <= store[1][19:16])||store[1][19:16]==0)&&((store[4][19:16] <= store[2][19:16])||store[2][19:16]==0)&&((store[4][19:16] <= store[3][19:16])||store[3][19:16]==0))begin
                    store[4][19:16] <= store[4][19:16] -1; 
                    lock_exec <= 4;  
                end 
            end
            S_EXEC:begin
                timer <= timer+1;
               if (inputtask) begin
                   if(store[0][19:16] == 0) store[0] <= {timer,task_in};
                   else if(store[1][19:16] == 0) store[1] <= {timer,task_in};
                   else if(store[2][19:16] == 0) store[2] <= {timer,task_in};
                   else if(store[3][19:16] == 0) store[3] <= {timer,task_in};
                   else if(store[4][19:16] == 0) store[4] <= {timer,task_in};
               end
               store[lock_exec][19:16] <= store[lock_exec][19:16] - 1;
            end
        endcase
    end
    always @(*) begin
        case(current_state)
            S_INIT:next_state=(st)?S_PICK:S_INIT;
            S_PICK:begin
                if(((store[0][19:16]!=0) && (store[0][19:16]!=1)) &&((store[0][19:16]<=store[1][19:16])||store[1][19:16]==0)&&((store[0][19:16]<=store[2][19:16])||store[2][19:16]==0)&&((store[0][19:16]<=store[3][19:16])||store[3][19:16]==0)&&((store[0][19:16]<=store[4][19:16])||store[4][19:16]==0))begin
                    next_state = S_EXEC;
                end
                else if(((store[1][19:16]!=0) && (store[1][19:16]!=1)) &&((store[1][19:16]<=store[0][19:16])||store[0][19:16]==0)&&((store[1][19:16]<=store[2][19:16])||store[2][19:16]==0)&&((store[1][19:16]<=store[3][19:16])||store[3][19:16]==0)&&((store[1][19:16]<=store[4][19:16])||store[4][19:16]==0))begin                    
                    next_state = S_EXEC;
                end
                else if(((store[2][19:16]!=0) && (store[2][19:16]!=1)) &&((store[2][19:16] <= store[0][19:16])||store[0][19:16]==0)&&((store[2][19:16] <= store[1][19:16])||store[1][19:16]==0)&&((store[2][19:16] <= store[3][19:16])||store[3][19:16]==0)&&((store[2][19:16] <= store[4][19:16])||store[4][19:16]==0))begin                    
                    next_state = S_EXEC;
                end
                else if(((store[3][19:16]!=0) && (store[3][19:16]!=1)) &&((store[3][19:16] <= store[0][19:16])||store[0][19:16]==0)&&((store[3][19:16] <= store[1][19:16])||store[1][19:16]==0)&&((store[3][19:16] <= store[2][19:16])||store[2][19:16]==0)&&((store[3][19:16] <= store[4][19:16])||store[4][19:16]==0))begin              
                    next_state = S_EXEC;
                end
                else if(((store[4][19:16]!=0) && (store[4][19:16]!=1)) &&((store[4][19:16] <= store[0][19:16])||store[0][19:16]==0)&&((store[4][19:16] <= store[1][19:16])||store[1][19:16]==0)&&((store[4][19:16] <= store[2][19:16])||store[2][19:16]==0)&&((store[4][19:16] <= store[3][19:16])||store[3][19:16]==0))begin
                    next_state = S_EXEC;
                end 
                else next_state = S_PICK;
            end
            S_EXEC:next_state = (store[lock_exec][19:16] == 1)?S_PICK:S_EXEC;
            default: next_state  = S_INIT;
        endcase
    end
    always @(*) begin
        task_out = 16'd65535;
        if(current_state == S_PICK)begin
            if((store[0][19:16]!=0) &&((store[0][19:16]<=store[1][19:16])||store[1][19:16]==0)&&((store[0][19:16]<=store[2][19:16])||store[2][19:16]==0)&&((store[0][19:16]<=store[3][19:16])||store[3][19:16]==0)&&((store[0][19:16]<=store[4][19:16])||store[4][19:16]==0))
                task_out = store[0][15:0];
            else if((store[1][19:16]!=0) &&((store[1][19:16] <=store[0][19:16])||store[0][19:16]==0)&&((store[1][19:16]<=store[2][19:16])||store[2][19:16]==0)&&((store[1][19:16]<=store[3][19:16])||store[3][19:16]==0)&&((store[1][19:16]<=store[4][19:16])||store[4][19:16]==0))
                task_out = store[1][15:0];
            else if((store[2][19:16]!=0) &&((store[2][19:16] <= store[0][19:16])||store[0][19:16]==0)&&((store[2][19:16] <= store[1][19:16])||store[1][19:16]==0)&&((store[2][19:16] <= store[3][19:16])||store[3][19:16]==0)&&((store[2][19:16] <= store[4][19:16])||store[4][19:16]==0))
                task_out = store[2][15:0];
            else if((store[3][19:16]!=0) &&((store[3][19:16] <= store[0][19:16])||store[0][19:16]==0)&&((store[3][19:16] <= store[1][19:16])||store[1][19:16]==0)&&((store[3][19:16] <= store[2][19:16])||store[2][19:16]==0)&&((store[3][19:16] <= store[4][19:16])||store[4][19:16]==0))
                task_out = store[3][15:0];
            else if((store[4][19:16]!=0) &&((store[4][19:16] <= store[0][19:16])||store[0][19:16]==0)&&((store[4][19:16] <= store[1][19:16])||store[1][19:16]==0)&&((store[4][19:16] <= store[2][19:16])||store[2][19:16]==0)&&((store[4][19:16] <= store[3][19:16])||store[3][19:16]==0))
                task_out = store[4][15:0];
        end
        else if(current_state == S_EXEC)begin
            task_out = store[lock_exec][15:0];
        end
    end
endmodule
==> /design/flow/run.sh <==
#!/bin/bash
# OpenROAD 26Q1-2900-gdf79404cd8, Yosys 0.63+post, stock flow scripts
make -C /OpenROAD-flow-scripts/flow DESIGN_CONFIG=/design/flow/config.mk WORK_HOME=/design/flow/orfs finish
==> /design/flow/config.mk <==
export PLATFORM = sky130hd
export DESIGN_NAME = SJF
export DESIGN_NICKNAME = SJF
export VERILOG_FILES = /design/flow/design.v
export SDC_FILE = /design/flow/constraint.sdc
export NUM_CORES = 4
export LEC_CHECK = 1
export CORE_UTILIZATION = 50
==> /design/flow/constraint.sdc <==
current_design SJF

set clk_period 6.4
set clk_io_pct 0.2

create_clock -name clk0 -period $clk_period [get_ports {clk}]

set non_clock_inputs [all_inputs -no_clocks]
set_input_delay [expr $clk_period * $clk_io_pct] -clock clk0 $non_clock_inputs
set_output_delay [expr $clk_period * $clk_io_pct] -clock clk0 [all_outputs]
==> qor.log <==
qor: routing.route.detailed.vias_per_inst 6.63
qor: placed_design.hpwl 14.1 mm
qor: layout.drive_above_1_share 12.7%
qor: synthesis.ys_seq_share 47.0%
qor: clock_network.clkLatencyLatePin 420 ps
qor: sta.finalCritPeriodShare 87.0%
qor: grt.grt_max_degree 26
qor: clock_network.htreeDepth 4
qor: floorplanning.placement_rows 44
qor: layout.fin_util 60.2%
qor: sta.slew_viol_final 0
qor: grt.grt_first_pass_wirelength 33.4 mm
qor: synthesis.edf_count 115
qor: floorplanning.die_area 15700 um2
qor: critical_path.cp-startpoint store[2][16]
qor: critical_path.critPathMaxFanout 20
qor: grt.groute.usage.overall 30.5%
qor: critical_path.timing.critical_path.cells inv_1 > ha_1 > nor3b_1 > nor2_1 > a31o_2 > nor4_2 > nand2_1 > o21ai_0 > a31oi_1 > clkdlybuf4s50_1
qor: placed_design.place_congestion 0.939
qor: routing.antennaDiodeCount 0
qor: sta.final.hold.worst_slack 607 ps
qor: clock_network.numClockSinks 121
qor: critical_path.worst_path_largest_cell_delay 720 ps
qor: floorplanning.core 14700 um2
qor: critical_path.cp.arrival 4280 ps
qor: grt.grt_overflow_total 0
qor: clock_network.maximum_root_to_sink_buffer_count 2
qor: clock_network.cts_inserted_buffers 17
qor: critical_path.startpoint_class register
qor: placed_design.placedCellCount 874
qor: synthesis.yosys_cells 671
qor: routing.via_count 6004
qor: routing.drt.antenna.violating_nets 0
qor: placed_design.place.port_buffers 40
qor: sta.period_minus_slack 5560 ps
qor: clock_network.cts.repair_timing.setup_buffer_count 0
qor: floorplanning.fp.dieW 125 um
qor: worst_hold_path.worstHoldPathType reg2reg
qor: synthesis.synthDominantAreaCellType edfxtp_1
qor: synthesis.ys_types 61
qor: floorplanning.floorplan.die.height 125 um
qor: routing.drc_viols 0
qor: flow_run.maxCapViolations 0
qor: layout.area_grow_syn2layout 16.3%
qor: critical_path.regToRegStartpoint store[2][16]
qor: routing.postRouteWirelength 21.6 mm
qor: critical_path.worstPathRequired 5120 ps
qor: clock_network.cts_tree built
qor: sta.timing_hold_violations_final 0
qor: worst_hold_path.holdCritStartpoint lock_exec[0]
qor: layout.comb_area 3710 um2
qor: flow_run.tool_warnings 33
qor: clock_network.cts_root_buf clkbuf_16
qor: layout.fin_cells 906
qor: grt.grt_antenna_before_repair 0
qor: clock_network.postCtsResizedCells 0
qor: routing.wl_per_cell 23.8 um
qor: synthesis.postSynthAreaPerCell 11.3 um2
qor: layout.final-seq-area 3570 um2
qor: synthesis.synth.area.top_cells edfxtp_1 45%, ha_1 8.9%, mux4_2 7.1%, a31oi_1 3.0%, o211ai_1 2.7%
qor: floorplanning.fp_util 51.7%
qor: synthesis.post_synth_inst_count 671
qor: synthesis.yosys_warnings 1
qor: sta.grt_setup_unrepaired no
qor: critical_path.critPathCaptureType output port
qor: routing.initialDrtViolationCount 418
qor: synthesis.post-synth-top-area-fraction 45.4%
qor: layout.final.fill_count 1130
qor: clock_network.cts.reportedPaths.clkPinSlew 60 ps
qor: synthesis.postSynthRegisterBits 121
qor: synthesis.synth_area 7610 um2
qor: sta.timing.clock.skew 6.41 ps
qor: sta.rel_slew_slack 37.3%
qor: sta.worstMarginPinSlew 941 ps
qor: floorplanning.pin_count 41
qor: sta.final_count_of_negative_setup_slack_endpoints 0
qor: synthesis.yosys-stat-area 7610 um2
qor: synthesis.synth_async_sr_flop_share 0%
qor: critical_path.timing.setup.critical_path_class reg2out
qor: clock_network.holdBufCountCts 0
qor: routing.drt_pass1_iterations 5
qor: critical_path.r2r_setup_slack 2710 ps
qor: sta.max_clock_freq 180 MHz
qor: critical_path.critical_path.slowest_cell nor3b_1
qor: synthesis.postSynth.topFlopCell edfxtp_1
qor: grt.grt_pass1_vias 6214
qor: status.outcome finished, final reports clean
qor: sta.timing.setup.tns 0 ps
synth_stat cells, drive strengths merged (4+ instances only):
master    n
edfxtp  115
inv      41
a32oi     5
or4      16
mux4     24
ha       54
o21a      6
and4      5
a211oi    4
nor2     25
nor3b     5
clkbuf   21
and2     20
dfxtp     6
nand4    18
o211ai   27
nand3    14
nor3     12
xnor2    10
a31oi    37
o21ai    39
buf      18
a21oi    39
o31ai     7
nand2b    4
nand2    43
o221ai    6
nor2b    11
or3b      5
mux2i     4
nor4      4
logic make-up (layout without fill, tap and decap cells):
logic type	after synthesis	in the layout	share of synthesized area, %
mux	29	29	7.78
simple gates	188	188	14.1
xor+xnor	12	12	1.38
fa+ha+maj	54	54	8.88
flops	121	121	47.0
compound gates	187	187	16.4
buf+inv	80	131	4.46
per-layer routing:
layer	global-route usage [%]	vias up	part of all wire [%]
li1	-	2725	-
met1	45.4	2903	42
met2	44.4	341	45
met3	14.3	35	11
met4	5.74	0	1.6
met5	0.929	-	0
cell usage in the layout (no fill, tap or decap), types with 14 or more instances in the layout:
cell	instances
edfxtp_1	115
ha_1	54
nand2_1	42
inv_1	41
clkdlybuf4s50_1	40
a21oi_1	39
o21ai_0	37
a31oi_1	37
o211ai_1	27
nor2_1	25
mux4_2	24
and2_1	20
nand4_1	18
buf_4	18
clkbuf_16	17
or4_1	16
nand3_1	14
through the flow:
stage	setup WS, ps	cell area, um2
after floorplan	2680	7610
after global placement	1430	8210
after detailed placement	1300	8210
after CTS	843	8850
after global routing	609	8850
final	835	8850
layout make-up:
cell class	count	area share, %
clock buffers	17	4.81
inverters	41	1.74
clock inverters	15	2.45
multi-input cells	470	42.0
repair buffers	58	6.05
well taps	184	2.60
flip-flops and latches	121	40.4
worst paths after layout:
check	endpoint	depth (start not counted)
max	task_out[8]	10
min	register	1
max reg2reg	store[0][19]	8
min reg2reg	register	1
sequential cells by signal, indices dropped and copies added, names as in the netlist, named ones only:
name / cells
store: 112
lock_exec: 3
current_state: 3
worst max-delay path: cells and delay by family (launching register included):
kind	cells	cell delay, ps
and+or+nand+nor	4	1750
AOI/OAI and AO/OA	3	820
buffers and inverters	2	620
adders and majority gates	1	230
DFF	1	450
